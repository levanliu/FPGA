$ cat /design/flow/run.sh
#!/bin/bash
# OpenROAD 26Q1-2900-gdf79404cd8, Yosys 0.63+post, stock flow scripts
make -C /OpenROAD-flow-scripts/flow DESIGN_CONFIG=/design/flow/config.mk WORK_HOME=/design/flow/orfs finish
$ cat /design/flow/constraint.sdc
current_design UART_Receiver

set clk_period 3.7
set clk_io_pct 0.2

create_clock -name clk0 -period $clk_period [get_ports {clk}]

set non_clock_inputs [all_inputs -no_clocks]
set_input_delay [expr $clk_period * $clk_io_pct] -clock clk0 $non_clock_inputs
set_output_delay [expr $clk_period * $clk_io_pct] -clock clk0 [all_outputs]
$ cat /design/flow/design.v
module UART_Receiver #(
    parameter BAUD_RATE = 115200,
    parameter CLK_FREQ  = 100_000_000
)(
    input  wire        clk,
    input  wire        rst_n,
    input  wire        uart_rx,       
    output reg  [7:0]  rx_data,
    output reg         rx_valid
);
localparam CLK_DIV = CLK_FREQ / BAUD_RATE;
reg [15:0]  clk_cnt;
reg [3:0]   bit_cnt;
reg         rx_reg;
reg [7:0]   data_reg;
always @(posedge clk or negedge rst_n) begin
    if (!rst_n) begin
        clk_cnt  <= 0;
        bit_cnt  <= 0;
        rx_valid <= 0;
    end else begin
        if (!bit_cnt && !rx_reg && uart_rx) begin
            clk_cnt <= CLK_DIV/2;  
            bit_cnt <= 1;
        end
        if (bit_cnt) begin
            if (clk_cnt == CLK_DIV-1) begin
                clk_cnt <= 0;
                if (bit_cnt < 9) begin
                    data_reg[bit_cnt-1] <= uart_rx;  
                end
                bit_cnt <= bit_cnt + 1;
            end else begin
                clk_cnt <= clk_cnt + 1;
            end
            if (bit_cnt == 9) begin  
                rx_data  <= data_reg;
                rx_valid <= 1;
                bit_cnt  <= 0;
            end
        end
    end
end
endmodule
$ cat /design/flow/config.mk
export PLATFORM = sky130hd
export DESIGN_NAME = UART_Receiver
export DESIGN_NICKNAME = UART_Receiver
export VERILOG_FILES = /design/flow/design.v
export SDC_FILE = /design/flow/constraint.sdc
export NUM_CORES = 4
export LEC_CHECK = 1
export CORE_UTILIZATION = 40
==> results.sh <==
# implementation run metrics
export IMPL_largest_reg_flops=16
export IMPL_rows=26
export IMPL_diodes=0
export IMPL_ir_drop_mv=0.113
export IMPL_chipArea_mm2=0.00570
export IMPL_synth_flop_count=37
export IMPL_final_core_util_pct=47.5
export IMPL_vias_per_cell=5.19
export IMPL_routed_via_count=1448
export IMPL_top_cell="dfrtp_1"
export IMPL_hold_path_class="register to register"
export IMPL_dp_hpwl_mm=2.63
export IMPL_ys_flop_type="dfrtp_1"
export IMPL_grt_antenna_before_repair=0
export IMPL_ys_top_cells_by_area="dfrtp_1, edfxtp_1, ha_1, mux2_1, xor2_1"
export IMPL_clock_root_buffer="clkbuf_8"
export IMPL_clkTransAtPathRegs_ns=0.07
export IMPL_yosysTopAreaCell="dfrtp_1"
export IMPL_final_area_mm2=0.00244
export IMPL_worstSkewPairLatency_ns=0.29
export IMPL_syn_to_final_growth_pct=13.1
export IMPL_synthCells=192
export IMPL_slew_headroom_pct=65.7
export IMPL_final_seq_area_mm2=0.00101
export IMPL_path_class="register to register"
export IMPL_htree_levels=2
export IMPL_grt_pass1_wl_mm=6.39
export IMPL_power_mw=0.765
export IMPL_drt_iter0_markers=114
export IMPL_routedWlPerCell_um=13.0
export IMPL_fmax_ghz=0.292
export IMPL_grt_overflow=0
export IMPL_finClkSkew_ns=0.00408
export IMPL_port_buffers=11
export IMPL_die_h_um=75.5
export IMPL_rsz0062_at_grt="true"
export IMPL_maxCapViolations=0
export IMPL_crit_arrival_ns=3.47
export IMPL_cts_tree="done"
export IMPL_top_area_share_pct=24.3
export IMPL_numCtsBuffers=5
export IMPL_gp_congestion=0.872
export IMPL_finalWorstSetupSlack_ns=0.270
export IMPL_cts_path_max_buffers=2
export IMPL_track_usage_pct=14.8
export IMPL_yosys_warnings=2
export IMPL_post_route_min_period_ns=3.43
export IMPL_cellPowerDensity_mw_per_mm2=313
export IMPL_synth_area_mm2=0.00216
export IMPL_cts_sinks=37
export IMPL_dp_slack_ns=0.209
export IMPL_drv_slew=0
export IMPL_ys_seq_share_pct=46.6
export IMPL_ys_types=47
export IMPL_period_used_pct=92.7
export IMPL_drive_above_1_share_pct=12.4
export IMPL_yosys_stat_area_mm2=0.00216
export IMPL_synthArstFlopShare_pct=56.8
export IMPL_cp_required_ns=3.74
export IMPL_edf_count=16
export IMPL_fill_cells=497
export IMPL_routed_wl_mm=3.63
export IMPL_drc=0
export IMPL_p_leak_nw=1.03
export IMPL_die_w_um=75.5
export IMPL_grt_pass1_vias=1324
export IMPL_coreArea_mm2=0.00514
export IMPL_status="finished clean"
export IMPL_warnings=30
export IMPL_core_util_floorplan_pct=42.0
export IMPL_start_kind="register"
export IMPL_cp_max_fo=10
export IMPL_top_cells_by_count="dfrtp_1, nand2_1, edfxtp_1"
export IMPL_firstDrtPassIters=4
export IMPL_setup_viol_count_final=0
export IMPL_dpl_cell_area_mm2=0.00232
export IMPL_logic_area_mm2=0.00107
export IMPL_finalHoldViolations=0
export IMPL_top_level_ports=12
export IMPL_tightest_slew_ns=0.515
export IMPL_ys_cells=192
export IMPL_worstSetupEndpointType="register"
export IMPL_avgSynthCellArea_um2=11.3
export IMPL_antenna_left=0
export IMPL_grt_max_degree=24
[critical path, stage by stage, from the launching register on]
cell and delay, ns:
dfrtp_1 0.42, buf_4 0.19, or2_4 0.25, xor2_2 0.19, a22o_1 0.18, nand2_1 0.07
ha_1 0.34, or4_1 0.53, nor4_1 0.24, nand4_1 0.14, nor4_2 0.27, mux2_1 0.35
[path summary, 6_finish.rpt]
check	from	to	slack, ns	cells past startpoint
setup / recovery	bit_cnt[0]	data_reg[0]	0.27	11
hold / removal	data_reg[3]	rx_data[3]	0.45	0
setup reg to reg	bit_cnt[0]	data_reg[0]	0.27	11
hold reg to reg	data_reg[3]	rx_data[3]	0.45	0
max in group asynchronous	rst_n	clk_cnt[3]	2.69	2
min in group asynchronous	rst_n	clk_cnt[10]	0.79	2
[placed cells by master (no fill, tap or decap), types with 2 or more instances in the layout]
| cell type | instances |
|---|---|
| xor2_1 | 9 |
| nor2_1 | 13 |
| nand2_1 | 18 |
| dfrtp_1 | 21 |
| nand3_1 | 14 |
| clkdlybuf4s50_1 | 11 |
| nand4_1 | 4 |
| and4_1 | 4 |
| xnor2_1 | 8 |
| buf_4 | 5 |
| and3_1 | 3 |
| nor4bb_1 | 2 |
| edfxtp_1 | 16 |
| and2b_2 | 2 |
| nor3b_1 | 2 |
| and2_1 | 2 |
| nor3_1 | 3 |
| a21o_1 | 3 |
| nor4_1 | 6 |
| mux2_1 | 9 |
| or2_2 | 2 |
| inv_1 | 5 |
| ha_1 | 12 |
| clkbuf_8 | 6 |
| or4_1 | 2 |
| o21ai_0 | 2 |
[what timing repair did]
item | 4_1_cts | 5_1_grt
gates resized | 0 | 2
hold buffers | 0 | 0
setup buffers | 0 | 0
endpoints found under the setup margin | 0 | 2
[routing by layer]
metal  wire, um  global-route usage (%)
met5          0                       0
met3        123                    3.08
met1       1930                    25.6
met4         63                    2.26
met2       1510                    19.9
[cells by family after synthesis]
family / after synthesis / synth area share [%]
XOR/XNOR: 19 / 8.05
adder cells (fa/ha/maj): 12 / 6.95
buffers and inverters: 13 / 4.63
flip-flops: 37 / 46.6
AND/OR/NAND/NOR: 87 / 22.9
multiplexers: 9 / 4.69
AND-OR/OR-AND: 15 / 6.20
[area by class of cell]
cell class                 instances  area share (%)
sequential                        37            41.2
clock buffer                       8            4.56
multi-input combinational        142            43.7
timing repair buffer              16            6.04
inverter                           6           0.922
tap                               70            3.58
[power breakdown]
group          internal (mW)  leakage, nW  switching (mW)
registers              0.426        0.430               0
logic                0.00265        0.546         0.00551
clock network          0.192       0.0566           0.139
total                  0.621         1.03           0.145
[metrics by stage]
stage / hold WS [ns] / TNS, ns / cells
finish: 0.449 / 0 / 279
global route: 0.471 / -0.0199 / 279
CTS: 0.446 / 0 / 279
detailed placement: 0.434 / 0 / 271
global placement: 0.431 / 0 / 271
floorplan: 0.413 / 0 / 192
Power figures rest on the tool's default switching activity, not on a simulated workload.
