[/design/flow/design.v]
module Result_Analyzer(
    input  wire        clk,
    input  wire        rst_n,
    input  wire [31:0] dut_response,
    input  wire [31:0] expected_data,
    input  wire        result_valid,
    output reg  [15:0] error_count,
    output wire [127:0] statistics
);
reg [31:0] total_latency;
reg [31:0] total_samples;
reg [31:0] min_latency;
reg [31:0] max_latency;
reg [31:0] latency_buffer[0:31];
reg [5:0]  write_ptr;
reg [31:0] sample_counter;
wire [31:0] average_latency;
wire [31:0] throughput;
always @(posedge clk or negedge rst_n) begin
    if (!rst_n) begin
        error_count <= 0;
        total_latency <= 0;
        total_samples <= 0;
        min_latency <= 32'hFFFFFFFF;
        max_latency <= 0;
        write_ptr <= 0;
        sample_counter <= 0;
    end else if (result_valid) begin
        if (dut_response !== expected_data) 
            error_count <= error_count + 1;
        if (latency_buffer[write_ptr] < min_latency)
            min_latency <= latency_buffer[write_ptr];
        if (latency_buffer[write_ptr] > max_latency)
            max_latency <= latency_buffer[write_ptr];
        total_latency <= total_latency + latency_buffer[write_ptr];
        total_samples <= total_samples + 1;
        write_ptr <= write_ptr + 1;
        sample_counter <= sample_counter + 1;
    end
end
assign average_latency = (total_samples != 0) ? total_latency / total_samples : 0;
assign throughput = sample_counter * 1000 / (total_latency + 1);  
assign statistics = {
    min_latency[31:16],   
    max_latency[31:16],   
    average_latency[31:16],  
    throughput[31:16],    
    min_latency[15:0],    
    max_latency[15:0],    
    average_latency[15:0],  
    throughput[15:0]      
};
endmodule
[/design/flow/run.sh]
#!/bin/bash
# OpenROAD 26Q1-2900-gdf79404cd8, Yosys 0.63+post, stock flow scripts
make -C /OpenROAD-flow-scripts/flow DESIGN_CONFIG=/design/flow/config.mk WORK_HOME=/design/flow/orfs finish
[/design/flow/config.mk]
export PLATFORM = sky130hd
export DESIGN_NAME = Result_Analyzer
export DESIGN_NICKNAME = Result_Analyzer
export VERILOG_FILES = /design/flow/design.v
export SDC_FILE = /design/flow/constraint.sdc
export NUM_CORES = 4
export LEC_CHECK = 1
export CORE_UTILIZATION = 50
[/design/flow/constraint.sdc]
current_design Result_Analyzer

set clk_period 9.0
set clk_io_pct 0.2

create_clock -name clk0 -period $clk_period [get_ports {clk}]

set non_clock_inputs [all_inputs -no_clocks]
set_input_delay [expr $clk_period * $clk_io_pct] -clock clk0 $non_clock_inputs
set_output_delay [expr $clk_period * $clk_io_pct] -clock clk0 [all_outputs]
==> run notes <==
Item: results of the latest flow run.

- The flow did not finish.
- It got as far as global routing and failed there.
- The first error in the log reads "[ERROR GRT-0232] Routing congestion too high. Check the congestion heatmap in the GUI".
- The post-synthesis mux area share is 2.92%.
- The report classifies the worst endpoint after the last repair as a top-level output.
- The worst setup endpoint after the global-route repair_timing is statistics[16].
- The congestion estimate from routability-driven global placement came to 1.15.
- The proportion of register bits with asynchronous set or reset after synthesis is 100%.
- The register share after synthesis is 4.70%.
- The area figure in the yosys stat output is 0.0410 sq mm.
- The area share of and-or/or-and cells after synthesis is roughly a third.
- The cell total in the yosys stat output is around 5700.
- The count of port buffers added during placement is 143.
- Warnings reported by Yosys during synthesis add up to 1.
- In this run the count of I/O pins placed on the die edge is roughly 210.
- The synthesized cell area is 0.0410 sq mm.
- The CTS root buffer is sky130_fd_sc_hd__clkbuf_16.
- By area the synthesized netlist is led by sky130_fd_sc_hd__ha_1 (17%), sky130_fd_sc_hd__xnor2_1 (6.2%), sky130_fd_sc_hd__a21oi_1 (5.8%).
- Per the post-synthesis stats, the area per cell is 7.17 sq um.
- The cts-stage hold buffer count is 0.
- The CTS log lists the clock sinks for this run as 77.
- The largest combinational cell category by area is AND-OR/OR-AND gates.
- The synthesis-stage register bit count is 77.
- In this run, distinct cell masters in the synthesized netlist total ~120.
- The die boundary width is between 200 and 300 microns.
- Sorting the synthesized cells by how often they occur yields sky130_fd_sc_hd__nor2_1 (597), sky130_fd_sc_hd__ha_1 (556), sky130_fd_sc_hd__nand2_1 (529).
- In this run the core area contains 104 standard-cell rows.
- The die height is 288 microns.
- Per the synthesis report, the single largest cell type by area occupies between 15 and 20% of cell area.
- The setup slack after placement is -55.14 ns.
- Counting along the longest clock path gives a buffer depth of 2.
- In this run, synthesis inferred 0 flip-flops with an integrated enable.
- The standard cell area after detailed placement is ~0.063 sq mm.
- The floorplan-stage core utilization is between 50% and 60%.
- In this run the number of H-tree levels came out at 3.
- Among all cell types in the netlist, the one instantiated most often is sky130_fd_sc_hd__nor2_1.
- The synthesized-area fraction occupied by adder cells is a little over a fifth.
- The cell count after synthesis is 5722.
- The number of buffers inserted during clock tree synthesis is 9.
- Entering global routing, the biggest net connects around 42 pins.
- The biggest area contributor in the post-synthesis netlist is sky130_fd_sc_hd__ha_1.
- The post-synthesis simple-gate area fraction is 23.5%.
- The post-synthesis share of cell area spent on xor and xnor gates is slightly above 10%.
- The sum of net half-perimeters after detailed placement is 161000 microns.
- The most common flop cell mapped by yosys is sky130_fd_sc_hd__dfrtp_1.
==> stage by stage <==
stage | util [%] | hold WS (ns) | cells | power, mW | setup TNS [ns]
after floorplan | - | 0.424 | 5787 | 5.01 | -637.52
after global placement | 77.9 | 0.471 | 9218 | 9.07 | -678.17
after detailed placement | 77.9 | 0.469 | 9218 | 9.17 | -687.17
after CTS | 80.9 | 0.486 | 9341 | 9.85 | -640.15
==> cells by family after synthesis <==
| kind of cell | count (synthesis) |
|---|---|
| buffers and inverters | 470 |
| multiplexers | 111 |
| XOR/XNOR | 471 |
| flip-flops | 77 |
| adder cells (fa/ha/maj) | 647 |
| AND/OR/NAND/NOR | 2003 |
| other | 2 |
| AND-OR/OR-AND | 1941 |
==> timing repair <==
action	4_1_cts
setup buffers	102
endpoints found under the setup margin	27
resized	294
pin swaps	134
gates cloned	5
Power is estimated from default activity; no workload was simulated.
