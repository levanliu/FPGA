$ cat flow/run.sh
#!/bin/bash
# OpenROAD 26Q1-2900-gdf79404cd8, Yosys 0.63+post, stock flow scripts
make -C /OpenROAD-flow-scripts/flow DESIGN_CONFIG=/design/flow/config.mk WORK_HOME=/design/flow/orfs finish
$ cat flow/config.mk
export PLATFORM = sky130hd
export DESIGN_NAME = Data_Buffer
export DESIGN_NICKNAME = Data_Buffer
export VERILOG_FILES = /design/flow/design.v
export SDC_FILE = /design/flow/constraint.sdc
export NUM_CORES = 4
export LEC_CHECK = 1
export CORE_UTILIZATION = 30
export SYNTH_MEMORY_MAX_BITS = 65536
$ cat flow/constraint.sdc
current_design Data_Buffer

set clk_period 1462.6
set clk_io_pct 0.2

create_clock -name clk0 -period $clk_period [get_ports {clk}]

set non_clock_inputs [all_inputs -no_clocks]
set_input_delay [expr $clk_period * $clk_io_pct] -clock clk0 $non_clock_inputs
set_output_delay [expr $clk_period * $clk_io_pct] -clock clk0 [all_outputs]
$ cat flow/design.v
module Data_Buffer(
    input  wire        clk,
    input  wire        rst_n,
    input  wire [7:0]  data_in,
    input  wire        wr_en,
    input  wire        rd_en,
    output reg [7:0]  data_out,
    output wire        empty,
    output wire        full
);
reg [7:0] mem [0:1023];
reg [10:0] wr_ptr, rd_ptr;
assign empty = (wr_ptr == rd_ptr);
assign full  = (wr_ptr - rd_ptr == 1024);
always @(posedge clk) begin
    if (wr_en && !full)
        mem[wr_ptr] <= data_in;
    if (rd_en && !empty)
        data_out <= mem[rd_ptr];
end
always @(posedge clk or negedge rst_n) begin
    if (!rst_n) begin
        wr_ptr <= 0;
        rd_ptr <= 0;
    end else begin
        if (wr_en && !full) wr_ptr <= wr_ptr + 1;
        if (rd_en && !empty) rd_ptr <= rd_ptr + 1;
    end
end
endmodule
==> results.toml <==
# implementation run metrics
[sta]
max_clock_freq_ghz = 0.00336
hold-worst-slack_ns = 0.491
setup_ws_ns = 1164.88
finalClockPeriodUsage_pct = 20.4
fin_skew_ns = 0.144
setup_tns_ns = 0
timing.final.crit_period_ns = 297.72
final_max_slew_viol_count = 3
final-hold-violation-count = 0
grt_setup_unrepaired = "false"
slew_headroom_pct = -2.76
setup_viol = 0
worstMarginPinSlew_ns = 1.53

[place]
place_congestion = 0.993
pre_cts_slack_ns = 1165.52
dpl.hpwl_um = 698000
placedCellCount = 29000
buffer_ports.inserted = 21
placed_cell_area_sq_um = 339000

[yosys]
synth.yosys.warnings = 1
ys_seq_share_pct = 77.0
netlist_logic_family_top = "multiplexers"
synthesis.area_sq_um = 321000
syn_area_per_cell_sq_um = 21.2
ys_sh_aoi_pct = 2.79
top_area_share_pct = 76.8
yosys.area.top_type = "edfxtp_1"
synth-area-yosys_sq_um = 321000
yosys.cell_types.count = 79
ys.flop_type = "edfxtp_1"
synth-xor-area-share_pct = 0.0683
synthAdderAreaFrac_pct = 0.0624
post_synth_main_area_contributors = "edfxtp_1 (77%), mux4_2 (13%), mux2i_1 (2.0%), nor2_1 (1.4%), nand2_1 (0.72%)"
synth_async_sr_flop_share_pct = 0.268
post_synth_edffs = 8200
area_share_of_and_or_nand_nor_cells_after_synthesis_pct = 2.55
yosys-mux-area-fraction_pct = 15.7
yosysCellCount = 15100
ys_seq_elements = 8222
postSynthCellCount = 15100
synthTopCellsByCount = "edfxtp_1 (8200), mux4_2 (1857), nor2_1 (1189)"
synth_top_cell_by_count = "edfxtp_1"

[worst_setup_path]
rr_startpoint = "rd_ptr[0]"
cp_top_family = "buffers and inverters"
timing.setup.critical_path_class = "reg -> out"
cp.depth = 10
crit_buf_inv = 3
crit_path_cell_trace = "inv_4 > ha_1 > nor2b_1 > o21a_1 > or2_0 > or3_1 > a211o_1 > a2111oi_2 > buf_4 > clkdlybuf4s50_1"
crit_path_max_fanout = 41
crit_required_ns = 1170.08
critPathLaunchType = "register"
crit_path_start = "rd_ptr[1]"
slowest_delay_ns = 0.89
slowest_stage = "dfrtp_4"
cp-end-kind = "output pin"
reg2regPathDepth = 17
critical_path_arrival_ns = 5.20

[route]
drc = 0
routedWlPerCell_um = 34.7
vias = 164000
avgViaCountPerCell = 5.37
route.final.wire_length_um = 1060000
antenna_violating_nets_post_route = 0
drt_first_iter_violations = 13600
number_of_search_and_repair_iterations_in_the_first_detailed_routing_pass = 6

[clock_tree]
clock_tree_from_tritoncts = "done"
cts-buffers-inserted = 790
cts-hold-fix-buffers = 0
clk_pin_slew_worst_paths_ns = 0.07
postCtsResizedCells = 0
clock-sinks = 8222
clock-root-buffer = "clkbuf_16"
htree_num_levels = 6
post-cts-setup-buffer-count = 0
cts_max_path_buffers = 4
clock.latency.late_pin_ns = 1.27

[global_route]
grtUsageTotal_pct = 21.1
grt_pass1_wl_um = 1460000
grt_max_degree = 97
grt_pass1_vias = 183000
globalRoute.totalOverflow = 0
grt_antenna_before_repair = 115

[layout]
flop_area_sq_um = 247000
syn_to_final_growth_pct = 14.2
final_layout_fill_cell_count = 97200
finish.cell_count_without_fillers = 30700
combGateArea_sq_um = 68500
share_of_final_layout_standard_cells_stronger_than_drive_strength_1_pct = 23.8
final_core_util_pct = 34.4
post-route-cell-area_sq_um = 366000

[floorplan]
die.size.x_um = 1040
floorplan.initialDensity_pct = 30.1
die_height_um = 1040
floorplan.die_area_sq_um = 1070000
floorplan.rows = 379
design.portCount = 22
floorplan.core_area_sq_um = 1070000

[run_status]
run_status = "finished with violations"
violations = "capacitance limit, slew limit"

[pwr]
power_density_nw_per_um2 = 1.92
static-leakage-power_nw = 111
power_mw = 0.702
worst_ir_drop_vdd_mv = 0.00246

[worst_hold_path]
timing.hold.worst.start = "rd_ptr[10]"
hold_path_depth = 1
worstHoldPathType = "reg -> reg"

[run]
warnings = 31
max-cap-violations = 1
[cells in the final DEF, fill, tap and decap left out, types with 21 or more instances in the layout]
master,n
a2111oi_0,24
a211oi_1,62
a21oi_1,265
a221oi_1,114
a22o_1,30
a22oi_1,245
a31oi_1,42
buf_12,35
buf_4,661
bufinv_16,102
clkbuf_1,153
clkbuf_16,793
clkinv_1,153
clkinv_16,29
clkinv_2,151
clkinvlp_4,44
diode_2,159
edfxtp_1,8200
mux2_2,30
mux2i_1,646
mux4_1,62
mux4_2,1857
nand2_1,601
nand3_1,83
nor2_1,1136
nor2_4,40
nor3_1,40
o2111ai_1,21
o211ai_1,31
o21ai_0,141
o221ai_1,78
o22ai_1,103
[report_power, final]
| group | switching, mW | total [mW] | internal (mW) |
|---|---|---|---|
| logic | 0.153 | 0.229 | 0.0761 |
| registers | 0.00200 | 0.262 | 0.260 |
| clock network | 0.0912 | 0.210 | 0.119 |
[sequential cells by signal (all words and copies together), names as in the netlist]
register / flops
wr_ptr: 11
rd_ptr: 11
mem: 8192
data_out: 8
[per-layer routing]
layer,vias up,part of all wire (%),wire [um],GRT usage (%)
met4,259,6.6,69900,11.0
met1,82100,28,294000,19.0
met2,15000,43,462000,28.9
met3,2601,22,231000,21.2
met5,-,0.75,8030,6.16
li1,64600,-,-,-
[final cells by class]
cell class                      instances  share of cell area [%]
Clock inverter                        528                    1.71
Tap cell                            14100                    4.82
Timing Repair Buffer                  718                    1.62
Antenna cell                          159                   0.109
Multi-Input combinational cell       5965                    18.7
Clock buffer                          946                    5.58
Sequential cell                      8222                    67.4
Inverter                               21                  0.0291
[worst paths after layout]
check	endpoint	slack (ns)
setup / recovery	full	1164.88
hold / removal	rd_ptr[10]	0.49
setup reg to reg	data_out[1]	1453.68
hold reg to reg	rd_ptr[10]	0.49
max in group asynchronous	rd_ptr[0]	1170.47
min in group asynchronous	wr_ptr[6]	291.71
[logic make-up after synthesis]
family / after synthesis
multiplexers: 2595
flip-flops: 8222
AND-OR/OR-AND: 1281
buffers and inverters: 931
AND/OR/NAND/NOR: 2048
XOR/XNOR: 25
adder cells (fa/ha/maj): 16
No activity file was given, so power comes from the tool's default toggle rates.
